--- config.mk ---
export PLATFORM = sky130hd
export DESIGN_NAME = top_level_lab1
export DESIGN_NICKNAME = top_level_lab1
export VERILOG_FILES = /design/flow/design.v
export SDC_FILE = /design/flow/constraint.sdc
export NUM_CORES = 4
export LEC_CHECK = 1
export CORE_UTILIZATION = 40
export SYNTH_MEMORY_MAX_BITS = 65536
--- constraint.sdc ---
current_design top_level_lab1

set clk_period 4.0
set clk_io_pct 0.2

create_clock -name clk0 -period $clk_period [get_ports {Clk}]

set non_clock_inputs [all_inputs -no_clocks]
set_input_delay [expr $clk_period * $clk_io_pct] -clock clk0 $non_clock_inputs
set_output_delay [expr $clk_period * $clk_io_pct] -clock clk0 [all_outputs]
--- design.v ---
module ClkDiv(Clk, Rst, ClkOut);
   input Clk, Rst;
   output reg ClkOut;
  parameter DivVal = 50000000;  
   reg [25:0] DivCnt;
   reg ClkInt;
   always @(posedge Clk) begin
      if( Rst == 1 )begin
         DivCnt <= 0;
         ClkOut <= 0;
         ClkInt <= 0;
      end
      else begin
         if( DivCnt == DivVal ) begin
            	ClkOut <= ~ClkInt;
            	ClkInt <= ~ClkInt;
            	DivCnt <= 0;
         end
         else begin
            	ClkOut <= ClkInt;
            	ClkInt <= ClkInt;
            	DivCnt <= DivCnt + 1;
         end
      end
   end
endmodule
`timescale 1ns / 1ps
module InstructionFetchUnit(Instruction, PCResult, Reset, Clk);
    input Reset, Clk;
    output [31:0] Instruction;
    output [31:0] PCResult;
    wire [31:0] PCAddResult;
    ProgramCounter a1(PCAddResult, PCResult, Reset, Clk);
    PCAdder a2(PCResult, PCAddResult);
    InstructionMemory a3(PCResult, Instruction);
endmodule
`timescale 1ns / 1ps
module InstructionMemory(Address, Instruction); 
    input [31:0] Address;         
    output reg [31:0] Instruction;     
    reg [31:0] Memory [127:0];
    integer i;
    initial begin
        for (i = 0; i < 128; i = i + 1) begin
            Memory[i] <= i * 3;
        end
    end
    always @(Address) begin
         Instruction <= Memory[Address[8:2]];   
    end
endmodule
`timescale 1ns / 1ps
module PCAdder(PCResult, PCAddResult);
    input [31:0] PCResult;
    output reg [31:0] PCAddResult;
    always @* begin
        PCAddResult <= PCResult + 4;
    end
endmodule
`timescale 1ns / 1ps
module ProgramCounter(Address, PCResult, Reset, Clk);
	input [31:0] Address;
	input Reset, Clk;
	output reg [31:0] PCResult;
	initial begin
	   PCResult <= 32'h00000000;
	end
    always @(posedge Clk) begin
        if (Reset) begin
            PCResult <= 32'h00000000;   
        end
        else begin
            PCResult <= Address;
        end
    end
endmodule
`timescale 1ns / 1ps
module SevenSegment(numin, segout);
    input	[3:0] numin;
    output	reg [6:0] segout;     
    always @(numin)
    begin
        case (numin)
                4'b0000: segout <= 7'b0000001;     
                4'b0001: segout <= 7'b1001111;     
                4'b0010: segout <= 7'b0010010;     
                4'b0011: segout <= 7'b0000110;     
                4'b0100: segout <= 7'b1001100;     
                4'b0101: segout <= 7'b0100100;     
                4'b0110: segout <= 7'b0100000;     
                4'b0111: segout <= 7'b0001111;     
                4'b1000: segout <= 7'b0000000;     
                4'b1001: segout <= 7'b0000100;     
                4'b1010: segout <= 7'b0001000;     
                4'b1011: segout <= 7'b1100000;     
                4'b1100: segout <= 7'b0110001;     
                4'b1101: segout <= 7'b1000010;     
                4'b1110: segout <= 7'b0110000;     
                4'b1111: segout <= 7'b0111000;     
                default: segout <= 7'b1111111;   
       endcase
     end
endmodule
`timescale 1ns / 1ps
module Two4DigitDisplay(Clk, NumberA, NumberB, out7, en_out);
    parameter NUM_WIDTH = 16;
    input  Clk;
    input  [NUM_WIDTH - 1:0] NumberA, NumberB;
    output [6:0] out7;  
    output reg [7:0] en_out;
    reg  [3:0] in4;        
    wire [3:0] firstdigitA;
    wire [3:0] seconddigitA;
    wire [3:0] thirddigitA;
    wire [3:0] forthdigitA;
    wire [3:0] firstdigitB;
    wire [3:0] seconddigitB;
    wire [3:0] thirddigitB;
    wire [3:0] forthdigitB;
    SevenSegment m1(in4, out7);
    reg  [19:0] cnt = 19'd0;
    always @(posedge Clk) begin
        cnt <= cnt + 1;
    end
    assign firstdigitA = NumberA[3:0];
    assign seconddigitA = NumberA[7:4];
    assign thirddigitA = NumberA[11:8];
    assign forthdigitA = NumberA[15:12];
    assign firstdigitB = NumberB[3:0];
    assign seconddigitB = NumberB[7:4];
    assign thirddigitB = NumberB[11:8];
    assign forthdigitB = NumberB[15:12];
    always @(cnt) begin
        case(cnt[19:17])   
            3'b000: begin en_out <= 8'b11111110; in4 <= firstdigitA; end
            3'b001: begin en_out <= 8'b11111101; in4 <= seconddigitA; end
            3'b010: begin en_out <= 8'b11111011; in4 <= thirddigitA; end
            3'b011: begin en_out <= 8'b11110111; in4 <= forthdigitA; end
            3'b100: begin en_out <= 8'b11101111; in4 <= firstdigitB; end
            3'b101: begin en_out <= 8'b11011111; in4 <= seconddigitB; end
            3'b110: begin en_out <= 8'b10111111; in4 <= thirddigitB; end
            3'b111: begin en_out <= 8'b01111111; in4 <= forthdigitB; end
            default: begin en_out <= 8'b11111111; in4 <= 4'b1111; end 
        endcase
     end
endmodule
`timescale 1ns / 1ps
module top_level_lab1(Clk, Reset, out7, en_out);
    input Reset, Clk;
    output [6:0] out7;
    output [7:0] en_out;
    wire [31:0] PCResult;
    wire ClkOut;
    wire [31:0] Instruction;
    ClkDiv b1(Clk, 0, ClkOut);
    InstructionFetchUnit b2(Instruction, PCResult, Reset, ClkOut);
    Two4DigitDisplay b3(Clk, Instruction[15:0], PCResult[15:0], out7, en_out);
endmodule
--- run.sh ---
#!/bin/bash
# OpenROAD 26Q1-2900-gdf79404cd8, Yosys 0.63+post, stock flow scripts
make -C /OpenROAD-flow-scripts/flow DESIGN_CONFIG=/design/flow/config.mk WORK_HOME=/design/flow/orfs finish
==> results_tabular.tex <==
% Auto-generated results table
\begin{tabular}{lr}
\hline
Metric & Value \\
\hline
\multicolumn{2}{l}{\textbf{Logic synthesis}} \\
Asr flop ratio synth & 0\% \\
Mapped Area & 3090 sq um \\
Post-synthesis share of cell area spent on xor and xnor gates & 14.45\% \\
Post-synth regs & 61 \\
Chip area line of the yosys report & 3090 sq um \\
Post-synthesis share of cell area spent on and, or, nand and nor gates & 25.47\% \\
Number of cells in Yosys stat & 349 \\
Number of unique standard cell types used by synthesis & 47 \\
Synth Area in Compound Gates & 6.275\% \\
Most used flip-flop cell & sky130\_fd\_sc\_hd\_\_dfxtp\_1 \\
Synth Seq Share & 39.84\% \\
Post-Syn Area per Cell & 8.855 sq um \\
Post-synth tally of flip-flops with integrated enable & 1 \\
Multiplexer fraction of the synthesized cell area & 4.818\% \\
Logic family by area & simple AND/OR/NAND/NOR gates \\
Yosys warning total & 7 \\
Number of instances in the synthesized netlist & 349 \\
Adder-cell share of the synthesized area & 5.668\% \\
\multicolumn{2}{l}{\textbf{Final layout}} \\
Fraction of final layout cells with drive strength greater than 1 & 6.831\% \\
Most instantiated logic cells after routing & sky130\_fd\_sc\_hd\_\_dfxtp\_1, sky130\_fd\_sc\_hd\_\_nor2\_1, sky130\_fd\_sc\_hd\_\_nand2\_1 \\
P\&R area growth vs syn & 11.86\% \\
Layout filler cell count & 690 \\
Top logic cell by instance count in the layout & sky130\_fd\_sc\_hd\_\_dfxtp\_1 \\
\multicolumn{2}{l}{\textbf{Worst hold path}} \\
Hold path start & b3.cnt[0] \\
Tightest Hold Check Type & flip-flop to flip-flop \\
\multicolumn{2}{l}{\textbf{Floorplan}} \\
Chip Width & 89.90 um \\
Area inside the core boundary & 7370 sq um \\
Row cnt & 31 \\
Die area & 8082 sq um \\
DIE HEIGHT & 89.90 um \\
\# IOs & 17 \\
Share of the core filled by cells before placement & 41.94\% \\
\multicolumn{2}{l}{\textbf{Worst setup path}} \\
Required arrival time at the worst endpoint & 3.20 ns \\
Crit path arrival time & 2.93 ns \\
Worst setup path class & flip-flop to output pin \\
Worst-path maximum fanout & 10 \\
Crit start category & flip-flop \\
Start of the worst register-to-register path & b1.DivCnt[14] \\
Crit. Startpoint & b3.cnt[18] \\
Category of the worst setup path capture point & output pin \\
\multicolumn{2}{l}{\textbf{Detailed routing}} \\
1st-pass router iterations & 4 \\
Antenna-violating nets left & 0 \\
Final routed wirelength across all metal layers & 5.127 mm \\
Violation count after the first detailed-routing iteration & 57 \\
Routed wire per std cell & 11.03 um \\
Antenna diode count & 0 \\
Vias after detailed routing & 2248 \\
Vias per Instance & 4.834 \\
DRC viols & 0 \\
\multicolumn{2}{l}{\textbf{Final timing}} \\
Final tally of setup violations & 0 \\
Final setup margin & 0.2719 ns \\
Highest clock frequency the design can meet & 268.2 MHz \\
Measured slew at the worst slew-check pin & 0.7065 ns \\
Worst Skew & 0.002262 ns \\
Count of endpoints without a timing constraint & 14 \\
Headroom to the max-slew limit & 52.54\% \\
Final Max Tran Viols & 0 \\
Sum of negative setup slack & 0 ns \\
Share of the clock period used by the worst path after layout & 93.20\% \\
RSZ-0062 raised after global routing & false \\
Final-report hold violation count & 0 \\
Number of register pins that no clock reaches & 14 \\
Final period demand of the worst path & 3.728 ns \\
\multicolumn{2}{l}{\textbf{Clock tree}} \\
Total clock buffers created by CTS & 5 \\
Number of buffers inserted for hold repair after clock tree synthesis & 0 \\
Gates resized, CTS repair & 0 \\
Maximum count of clock buffers along a single path & 2 \\
Setup Fix Bufs, Post-CTS & 0 \\
Master cell of the clock root buffer & sky130\_fd\_sc\_hd\_\_clkbuf\_8 \\
CTS clk-pin slew, worst paths & 0.08 ns \\
TritonCTS clock tree & yes \\
H-tree depth reported by CTS & 2 \\
Clock latency of the later-clocked register in the worst-skew pair & 0.29 ns \\
\multicolumn{2}{l}{\textbf{Outcome}} \\
Outcome & complete, no violations \\
\multicolumn{2}{l}{\textbf{Place}} \\
Worst slack after detailed placement & 0.4000 ns \\
Count of port buffers added during placement & 16 \\
Placer's final routability congestion estimate & 0.9014 \\
Total half-perimeter wirelength after legalization and detailed placement & 3.740 mm \\
\multicolumn{2}{l}{\textbf{Power and ir drop}} \\
Share of total power in sequential cells & 62.5\% \\
Total internal power & 605.3 uW \\
Maximum ir drop on the vdd rail & 0.2732 mV \\
Total power density per cell area & 217.1 nW/um\^{}2 \\
Fraction of power spent switching nets & 19.33\% \\
Total chip power & 750.4 uW \\
Net switching power figure & 145.1 uW \\
Combinational fraction of design power & 0.4\% \\
Portion of total power attributed to the clock network & 37.1\% \\
Static Leakage & 1.270 nW \\
\multicolumn{2}{l}{\textbf{Global route}} \\
Global-route wire length before repair & 8.956 mm \\
Pin count of the biggest net entering global routing & 16 \\
Overflow left after global routing & 0 \\
Overall Global Routing Usage & 13.29\% \\
Via count of the first global-routing pass & 2024 \\
Initial antenna violation count & 0 \\
\multicolumn{2}{l}{\textbf{Job}} \\
Number of warnings in the stage logs & 33 \\
Maximum capacitance violations & 0 \\
\hline
\end{tabular}
-- flip-flops by register name (all words and copies together), names as in the netlist --
register        count
b1.ClkOut           1
b1.DivCnt          26
b2.a1.PCResult     14
b3.cnt             20
-- worst max-delay path, cell delays in order, from the launching register on --
cell and delay [ns]:
sky130_fd_sc_hd__dfxtp_1 0.38, sky130_fd_sc_hd__buf_4 0.20, sky130_fd_sc_hd__nor2b_1 0.23, sky130_fd_sc_hd__nand2_1 0.08, sky130_fd_sc_hd__o21a_1 0.18, sky130_fd_sc_hd__a32oi_1 0.39
sky130_fd_sc_hd__inv_1 0.18, sky130_fd_sc_hd__ha_1 0.31, sky130_fd_sc_hd__inv_1 0.03, sky130_fd_sc_hd__o22ai_1 0.16, sky130_fd_sc_hd__clkdlybuf4s50_1 0.48
-- power by group through the flow --
| stage | Clock (mW) | Sequential [mW] | Combinational, mW |
|---|---|---|---|
| final | 0.278 | 0.469 | 0.00325 |
| after global routing | 0.306 | 0.469 | 0.00371 |
| after CTS | 0.291 | 0.469 | 0.00327 |
-- cell usage after synthesis (2+ instances only) --
cell type	count	share of area [%]
sky130_fd_sc_hd__mux2i_1	7	2.3
sky130_fd_sc_hd__ha_1	14	5.7
sky130_fd_sc_hd__nand3b_1	3	0.73
sky130_fd_sc_hd__nor4b_1	2	0.57
sky130_fd_sc_hd__xnor2_1	27	7.7
sky130_fd_sc_hd__nand3_1	29	4.7
sky130_fd_sc_hd__clkbuf_1	5	0.61
sky130_fd_sc_hd__nor2_1	41	5.0
sky130_fd_sc_hd__nor2b_1	7	1.4
sky130_fd_sc_hd__a32oi_1	2	0.57
sky130_fd_sc_hd__mux4_2	2	1.5
sky130_fd_sc_hd__o211ai_1	3	0.73
sky130_fd_sc_hd__nand2b_1	4	0.81
sky130_fd_sc_hd__nand2_1	32	3.9
sky130_fd_sc_hd__buf_2	4	0.65
sky130_fd_sc_hd__inv_1	16	1.9
sky130_fd_sc_hd__o21ai_0	8	1.3
sky130_fd_sc_hd__nand4_1	7	1.4
sky130_fd_sc_hd__and3_1	7	1.4
sky130_fd_sc_hd__nor3_1	5	0.81
sky130_fd_sc_hd__o31ai_1	2	0.49
sky130_fd_sc_hd__dfxtp_1	60	39
sky130_fd_sc_hd__or3_1	4	0.81
sky130_fd_sc_hd__a21oi_1	7	1.1
sky130_fd_sc_hd__and4_1	3	0.85
sky130_fd_sc_hd__mux2_2	3	1.1
sky130_fd_sc_hd__a22o_1	2	0.57
sky130_fd_sc_hd__xor2_1	24	6.8
-- path summary, 6_finish.rpt --
kind | end | slack [ns] | cells past startpoint
hold / removal | b3.cnt[0] | 0.43 | 1
setup reg to reg | b1.ClkOut | 1.88 | 5
hold reg to reg | b3.cnt[0] | 0.43 | 1
setup / recovery | out7[5] | 0.27 | 10
-- cells by family after synthesis --
| group | after synthesis |
|---|---|
| AND-OR/OR-AND | 30 |
| XOR/XNOR | 51 |
| multiplexers | 12 |
| flip-flops | 61 |
| adder cells (fa/ha/maj) | 14 |
| buffers and inverters | 27 |
| AND/OR/NAND/NOR | 154 |
-- per-stage QoR --
| step | utilization [%] | hold slack (ns) | instances | instance area (sq um) |
|---|---|---|---|---|
| floorplan | - | 0.3909 | 349 | 3090 |
| global placement | 45.65 | 0.4139 | 458 | 3364 |
| detailed placement | 45.65 | 0.4157 | 458 | 3364 |
| CTS | 46.84 | 0.4361 | 465 | 3452 |
| global route | 46.91 | 0.4652 | 465 | 3457 |
| finish | 46.91 | 0.4316 | 465 | 3457 |
-- layer usage --
layer / GRT usage [%] / share of wire (%) / up-vias / routed length, um
li1: - / - / 1218 / -
met1: 20.75 / 52 / 994 / 2669
met2: 21.41 / 44 / 31 / 2241
met3: 1.375 / 2.9 / 5 / 149
met4: 1.344 / 1.3 / 0 / 66
met5: 0 / 0 / - / 0
-- layout make-up --
cell class | instances | area, sq um | share of cell area (%)
Tap cell | 99 | 123.9 | 3.583
Clock inverter | 1 | 5.005 | 0.1448
Multi-Input combinational cell | 261 | 1757 | 50.81
Sequential cell | 61 | 1231 | 35.61
Inverter | 16 | 60.06 | 1.737
Timing Repair Buffer | 21 | 197.7 | 5.718
Clock buffer | 6 | 82.58 | 2.389
Power is estimated from default activity; no workload was simulated.
